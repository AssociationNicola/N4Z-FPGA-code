### /design/flow/design.v
`timescale 1 ns / 1 ps
module ssbiq_modulator #
(
  parameter NBITS = 24
)
(
  input clk,
  input rst,
  input [NBITS-11:0] delta_phase,
  input [NBITS+5:0] ssb_freq,
	input [NBITS+2:0] amplitude,
  input stdby,
  input set_qpsk,
  input [NBITS+2:0] qpsk_phase,
  output reg DRV0,
  output reg DRV1
);   
	reg [NBITS+2+12:0]  count, accumulator , accumulator0, amplitude0;
    reg [1:0] prev_iq;
  always @(posedge clk) begin
    if(rst)
    begin
      accumulator0 <=38'b0;
    end
    else
    begin
	if (accumulator[NBITS+2+12]==1) begin
		count = 2**(NBITS+3+12)-1 - accumulator;
	end
	else begin
		count = accumulator;
	end
	if (set_qpsk==0) begin
	   amplitude0 <= { amplitude ,{12'b0} };
       accumulator0 <= accumulator0 + ssb_freq + {{13{delta_phase[NBITS-11]}},delta_phase,{12'b0} };
	end else begin
	   amplitude0 <= 2**(NBITS+1+12)-2**(NBITS-4+12);
	   accumulator0 <= accumulator0 + ssb_freq;
    end
    if (stdby==1) begin
		DRV0=0;
		DRV1=0;
	end
    else begin
      if (set_qpsk==0) begin 
	  accumulator <= accumulator0;
      end else begin
	   accumulator <= accumulator0+{qpsk_phase,{12'b0} };
      end
      if (count < amplitude0) begin
		DRV0=0;
		DRV1=1;
	  end
		else if (count > 2**(NBITS+2+12)-amplitude0) begin
		DRV0=1;
		DRV1=0;		  
      end
      else begin
		DRV0=1;
		DRV1=1;
	  end
	end
  end
end
endmodule
### /design/flow/run.sh
#!/bin/bash
# OpenROAD 26Q1-2900-gdf79404cd8, Yosys 0.63+post, stock flow scripts
make -C /OpenROAD-flow-scripts/flow DESIGN_CONFIG=/design/flow/config.mk WORK_HOME=/design/flow/orfs finish
### /design/flow/config.mk
export PLATFORM = sky130hd
export DESIGN_NAME = ssbiq_modulator
export DESIGN_NICKNAME = ssbiq_modulator
export VERILOG_FILES = /design/flow/design.v
export SDC_FILE = /design/flow/constraint.sdc
export NUM_CORES = 4
export LEC_CHECK = 1
export CORE_UTILIZATION = 40
### /design/flow/constraint.sdc
current_design ssbiq_modulator

set clk_period 24.0
set clk_io_pct 0.2

create_clock -name clk0 -period $clk_period [get_ports {clk}]

set non_clock_inputs [all_inputs -no_clocks]
set_input_delay [expr $clk_period * $clk_io_pct] -clock clk0 $non_clock_inputs
set_output_delay [expr $clk_period * $clk_io_pct] -clock clk0 [all_outputs]
==> insert_results.sql <==
-- load yosys + openroad results
INSERT INTO impl_metrics (metric_group, metric, value, unit) VALUES
('floorplanning', 'chipHeight', '164.1', 'um'),
('worst_setup_path', 'cp.arrival', '10110', 'ps'),
('yosys', 'synth.yosys.chip_area', '10510', 'sq um'),
('yosys', 'synth-edff-count', '68', ''),
('sta', 'timing.final.crit_period', '9857', 'ps'),
('placement', 'gpl.final_weighted_congestion', '0.9207', ''),
('worst_setup_path', 'worstReg2RegStart', 'accumulator0[0]$_SDFF_PP0_', ''),
('floorplanning', 'core_util_floorplan', '0.4124', ''),
('global_route', 'grt-ovfl-total', '0', ''),
('placement', 'dp.final_hpwl', '20830', 'um'),
('route', 'ant_nets', '0', ''),
('route', 'detailroute.via_count', '8869', ''),
('global_route', 'wire_length_of_the_first_global_routing_pass', '42370', 'um'),
('placement', 'placement.io_buffers', '103', ''),
('flow_run', 'stage_log_warnings', '31', ''),
('floorplanning', 'fp-row-count', '58', ''),
('min_path', 'timing.hold.worst_path_depth', '0', ''),
('sta', 'final_hold_viol_count', '0', ''),
('route', 'antennaDiodeCount', '0', ''),
('yosys', 'yosys.area_share.simple', '0.1844', ''),
('yosys', 'synth_area', '10510', 'sq um'),
('worst_setup_path', 'worst-path-max-fanout', '6', ''),
('worst_setup_path', 'worstReg2RegEnd', 'accumulator0[38]$_SDFF_PP0_', ''),
('sta', 'maxClockFrequency', '101.5', 'MHz'),
('worst_setup_path', 'worst_setup_path_start_kind', 'primary input', ''),
('route', 'length_of_the_first_detailed_routing_pass_in_iterations', '5', ''),
('worst_setup_path', 'worst-r2r-setup-slack', '18710', 'ps'),
('min_path', 'min_delay_worst_endpoint', 'accumulator[0]$_DFFE_PP_', ''),
('sta', 'slew-limit-headroom', '0.4410', ''),
('global_route', 'via_count_of_the_first_global_routing_pass', '8360', ''),
('yosys', 'synth_xor_xnor_area_share', '0.09671', ''),
('cells_and_area', 'layout-drive-gt1-share', '0.05300', ''),
('yosys', 'synth-async-reset-ratio', '0', ''),
('floorplanning', 'floorplan.io_pins', '104', ''),
('yosys', 'ys_seq_share', '0.2687', ''),
('global_route', 'antenna_found_initial', '0', ''),
('worst_setup_path', 'critical_path_required', '24260', 'ps'),
('yosys', 'synth_warnings', '1', ''),
('clock_network', 'cts-htree-levels', '3', ''),
('route', 'drc_errors', '0', ''),
('clock_network', 'post-cts-setup-buffers', '0', ''),
('clock_network', 'cts.root.buffer_cell', 'clkbuf_16', ''),
('yosys', 'postSynthCellCount', '1191', ''),
('route', 'detail_route.iter0.violations', '576', ''),
('yosys', 'fa_ha_area_frac', '0.1725', ''),
('yosys', 'flop_cell', 'edfxtp_1', ''),
('clock_network', 'sinks_on_the_clock_net', '107', ''),
('sta', 'rsz0062_at_grt', 'false', ''),
('route', 'detail_route.wirelength', '26540', 'um'),
('yosys', 'synthMuxAreaShare', '0.02072', ''),
('route', 'routed_wire_length_per_instance', '16.45', 'um'),
('sta', 'timing.setup.tns', '0', 'ps'),
('min_path', 'hold_path_startpoint', 'accumulator0[0]$_SDFF_PP0_', ''),
('run_status', 'outcome', 'completed', ''),
('yosys', 'ys_cells', '1191', ''),
('clock_network', 'cts_tree', 'yes', ''),
('worst_setup_path', 'reg2reg_depth', '20', ''),
('cells_and_area', 'final_common_cell', 'ha_1', ''),
('clock_network', 'cts.reportedPaths.clkPinSlew', '80', 'ps'),
('clock_network', 'cts_max_path_buffers', '2', ''),
('yosys', 'syn_area_per_cell', '8.820', 'sq um'),
('power', 'vdd.ir_drop.worst', '69.40', 'uV'),
('min_path', 'hold_path.class', 'register to register', ''),
('worst_setup_path', 'category_of_the_critical_setup_timing_path', 'primary input to register', ''),
('cells_and_area', 'layout_top_cells_excl_fill_tap', 'ha_1 (140), clkdlybuf4s50_1 (101), nor2_1 (89), a21oi_1 (88), nand2_1 (74)', ''),
('floorplanning', 'chip_area', '26910', 'sq um'),
('power', 'p_total', '0.001249', 'W'),
('sta', 'timing_max_transition_violations_final', '0', ''),
('flow_run', 'max_cap_viol_count', '0', ''),
('clock_network', 'cts_inserted_buffers', '9', ''),
('yosys', 'ff_latch_count_synth', '107', '');
layer usage:
| layer | GRT usage | wire, um | up-vias |
|---|---|---|---|
| met1 | 0.3156 | 13110 | 4010 |
| met3 | 0.02833 | 1138 | 32 |
| met4 | 0.03283 | 476 | 0 |
| li1 | - | - | 4628 |
| met5 | 0 | 0 | - |
| met2 | 0.3265 | 11810 | 199 |
final cells by class:
| cell class | instances | area (sq um) |
|---|---|---|
| Fill cell | 2407 | 13380 |
| Multi-Input combinational cell | 992 | 7266 |
| Sequential cell | 107 | 2823 |
| Timing Repair Buffer | 110 | 1076 |
| Tap cell | 330 | 412.9 |
| Clock buffer | 9 | 225.2 |
| Inverter | 58 | 217.7 |
| Clock inverter | 7 | 67.56 |
cell families after synthesis:
logic type,after synthesis
flip-flops,107
AND/OR/NAND/NOR,379
buffers and inverters,92
adder cells (fa/ha/maj),143
AND-OR/OR-AND,334
XOR/XNOR,116
multiplexers,20
cell usage after synthesis, drive strengths merged, types with 31 or more instances:
cell type / instances / area share
dfxtp: 39 / 0.074
o21ai: 55 / 0.026
nand3: 31 / 0.015
inv: 56 / 0.020
xnor2: 60 / 0.050
a21o: 44 / 0.032
nand2: 75 / 0.027
edfxtp: 68 / 0.19
xor2: 56 / 0.047
a21oi: 89 / 0.043
ha: 140 / 0.17
nor3: 35 / 0.017
nor2b: 36 / 0.022
nor2: 90 / 0.032
how the worst max path moves through the flow:
stage	startpoint	to	slack [ps]
CTS	ssb_freq[0]	accumulator0[38]$_SDFF_PP0_	14250
global route	ssb_freq[0]	accumulator0[38]$_SDFF_PP0_	13780
finish	ssb_freq[0]	accumulator0[38]$_SDFF_PP0_	14140
worst max-delay path: stages:
cell and delay, ps:
clkdlybuf4s50_1 460, ha_1 190, inv_1 60, fa_1 390
nand2b_1 170, a21oi_1 260, nor2_1 120, o21ai_1 390
a311oi_1 290, o211ai_1 320, a21oi_1 130, xnor2_1 200
ha_1 330, and3_1 180, a221o_1 310, a21o_1 200
a211oi_2 300, o211ai_1 160, and3_1 170, or4_1 510
and3_1 170
power by group:
part           leakage [nW]  switching [W]  internal [W]
registers             0.979      0.0000407      0.000247
logic                  3.97       0.000455      0.000358
clock network         0.145      0.0000746     0.0000733
sequential cells by signal, indices dropped and copies added, names as in the netlist:
name / flops
accumulator: 39
amplitude0: 27
DRV1: 1
DRV0: 1
accumulator0: 39
metrics by stage:
step	setup WS, ps	utilization	cell area, sq um	std cells	hold slack, ps
5_1_grt	13780	0.4746	12090	1613	470.5
4_1_cts	14250	0.4746	12090	1613	451.9
3_5_place_dp	13880	0.4631	11800	1597	433.3
3_3_place_gp	13930	0.4631	11800	1597	433.7
6_report	14140	0.4746	12090	1613	450.9
2_1_floorplan	14960	-	10510	1191	412.3
Power and IR drop assume default switching activity.
