==> design.v <==
`timescale 1 ns / 1 ps
module iq_4sum #
(
  parameter integer DATA_WIDTH = 16
)
(
  input  wire clk,
  input wire  ce,
  input wire strobe_in,
  input  wire signed [DATA_WIDTH-1:0]  I_in,
  input  wire signed [DATA_WIDTH-1:0]  Q_in,
  output wire signed [DATA_WIDTH-1:0]  I4sum,
  output wire signed [DATA_WIDTH-1:0]  Q4sum,
  output reg strobe_out
);
  reg signed [DATA_WIDTH-1:0] Iin1;
  reg signed [DATA_WIDTH+1-1:0] Iss1;
  reg signed [DATA_WIDTH+1-1:0] Idss1;
  reg signed [DATA_WIDTH+1-1:0] Iddss1;
  reg signed [DATA_WIDTH+2-1:0] Idout;
  reg signed [DATA_WIDTH-1:0] Qin1;
  reg signed [DATA_WIDTH+1-1:0] Qss1;
  reg signed [DATA_WIDTH+1-1:0] Qdss1;
  reg signed [DATA_WIDTH+1-1:0] Qddss1;
  reg signed [DATA_WIDTH+2-1:0] Qdout;
  reg strobe1;
  reg strobe2;
  always @(posedge clk) begin
    strobe1 <= strobe_in;
    strobe2 <= strobe1;
    strobe_out <= strobe2;
    if ( ce & (strobe_in==1) ) begin
	    Iin1 <= I_in;
	    Iss1 <= I_in + Iin1+1;
	    Idss1 <= Iss1;
	    Iddss1 <= Idss1;
	    Idout <= Iddss1+Iss1+1;
	    Qin1 <= Q_in;
	    Qss1 <= Q_in + Qin1+1;
	    Qdss1 <= Qss1;
	    Qddss1 <= Qdss1;
	    Qdout <= Qddss1+Qss1+1;
    end
  end
  assign I4sum = Idout[DATA_WIDTH+2-1:2];
  assign Q4sum = Qdout[DATA_WIDTH+2-1:2];
endmodule
==> run.sh <==
#!/bin/bash
# OpenROAD 26Q1-2900-gdf79404cd8, Yosys 0.63+post, stock flow scripts
make -C /OpenROAD-flow-scripts/flow DESIGN_CONFIG=/design/flow/config.mk WORK_HOME=/design/flow/orfs finish
==> config.mk <==
export PLATFORM = sky130hd
export DESIGN_NAME = iq_4sum
export DESIGN_NICKNAME = iq_4sum
export VERILOG_FILES = /design/flow/design.v
export SDC_FILE = /design/flow/constraint.sdc
export NUM_CORES = 4
export LEC_CHECK = 1
export CORE_UTILIZATION = 50
==> constraint.sdc <==
current_design iq_4sum

set clk_period 9.2
set clk_io_pct 0.2

create_clock -name clk0 -period $clk_period [get_ports {clk}]

set non_clock_inputs [all_inputs -no_clocks]
set_input_delay [expr $clk_period * $clk_io_pct] -clock clk0 $non_clock_inputs
set_output_delay [expr $clk_period * $clk_io_pct] -clock clk0 [all_outputs]
==> impl_metrics.json <==
{
  "status": "finished, final reports clean",
  "edf_count": 166,
  "drive_above_1_share": 0.06716,
  "finClkSkew_ns": 0.008028,
  "portBuffers": 67,
  "yosysWarnings": 1,
  "hold_class": "reg2reg",
  "cts_resized": 0,
  "slowest_delay_ns": 0.51,
  "hold_viol_final": 0,
  "cp-end-kind": "flop",
  "wirelength_mm": 12.36,
  "die_x_um": 128.9,
  "yosysSeqAreaShare": 0.6265,
  "tightestPinTransition_ns": 0.7110,
  "lay_top_cells": "edfxtp_1 (166), clkdlybuf4s50_1 (67), ha_1 (64), a21oi_1 (40), nor2_1 (36)",
  "cts_sinks": 169,
  "antennaDiodeCount": 0,
  "route.detailed.wl_per_inst_um": 13.95,
  "gr-total-overflow": 0,
  "postSynthCellCount": 577,
  "setup_slack_ns": 4.959,
  "postSynthAreaPerCell_um2": 13.96,
  "relSlewSlack": 0.5260,
  "first_pass_iters": 4,
  "p_per_area_nw_per_um2": 206.7,
  "maxCapViolations": 0,
  "track_usage": 0.1719,
  "finalSetupViolCount": 0,
  "synth-area-yosys_um2": 8053,
  "cpMaxStageDelayCell": "a2111oi_2",
  "fin_setup_tns_ns": 0,
  "synthToLayoutAreaGrowth_pct": 19.33,
  "slew_viol_final": 0,
  "yosysTopAreaCell": "edfxtp_1",
  "grt_max_degree": 135,
  "core_um2": 15830,
  "via_count": 4790,
  "grt_pass1_wl_mm": 20.64,
  "synth-main-ff-cell": "edfxtp_1",
  "antenna_found_initial": 0,
  "required_ns": 9.37,
  "rsz0062_at_grt": "no",
  "async_flop_share": 0,
  "io_pins": 68,
  "cp_max_fo": 4,
  "ir_drop_mv": 0.1326,
  "worstPathArrival_ns": 4.41,
  "route.detailed.drc": 0,
  "cts_tree": "built",
  "dieArea_um2": 16620,
  "worstSetupPathType": "in2reg",
  "drt-initial-drc-count": 324,
  "path_cells": "clkdlybuf4s50_1, inv_1, ha_1, inv_1, fa_1, a21oi_1, o21ai_1, a2111oi_2, nor3_1, a41oi_1, xnor2_1",
  "viasPerCell": 5.406,
  "fmax_mhz": 235.8,
  "ctsHoldBuffers": 0,
  "synth_cell_types": 66,
  "pre_cts_slack_ns": 4.549,
  "seq_area_um2": 5045,
  "syn-cell-area_um2": 8053,
  "gp_congestion": 0.9471,
  "critPathLaunchType": "input port",
  "tool_warnings": 27,
  "rows": 46,
  "total_leakage_power_nw": 3.602,
  "initial_utilization": 0.5088,
  "hpwl_mm": 8.521,
  "path_clk_slew_ns": 0.06,
  "cts_max_level": 4,
  "numSynthFlops": 169,
  "fin_cells": 886,
  "fin_crit_ns": 4.241,
  "layout_top_cell": "edfxtp_1",
  "clock_path_buffers": 2,
  "cts_buffers": 17,
  "mi_logic_area_um2": 2882,
  "period_used_share": 0.4610,
  "cp_common_cell": "inv_1",
  "cts_root_buffer": "clkbuf_16",
  "fillers": 1174,
  "area_leaders": "edfxtp_1 (62%), ha_1 (9.9%), xnor2_1 (2.9%)",
  "worstSkewPairLatency_ns": 0.42,
  "die_h_um": 128.9,
  "ys_cells": 577,
  "dp.cells": 854,
  "cts_setup_buffers": 0,
  "ant_nets": 0,
  "grt_pass1_vias": 4497,
  "top_area_frac": 0.6190
}
## where the power goes
group          switching (mW)  internal, mW
logic                   0.157         0.145
registers              0.0171         0.922
clock network           0.290         0.456
total                   0.463          1.52
## synthesized netlist by cell type, drive strengths merged, types with 2 or more instances
cell and count:
o41ai 2, a21o 24, o21a 6, o22ai 2, ha 64, a2111oi 3, nand2b 3, mux2i 2
a221oi 3, nor3 11, nand4 4, a21oi 40, and4 3, fa 2, a41oi 3, o21bai 4
o211a 2, a31oi 5, nor2b 8, nand3 12, inv 27, or4 3, a311oi 3, o31ai 4
nand2 24, xnor2 27, xor2 17, a211o 2, o21ai 27, or3 4, edfxtp 166, clkbuf 6
dfxtp 3, a21boi 3, nor2 36
## area by class of cell
| type | count | share of cell area |
|---|---|---|
| clock buffer | 18 | 0.04466 |
| sequential | 169 | 0.5250 |
| inverter | 27 | 0.01055 |
| clock inverter | 14 | 0.01992 |
| timing repair buffer | 68 | 0.07187 |
| multi-input combinational | 374 | 0.2999 |
| tap | 216 | 0.02812 |
## sequential cells by signal, summed over array words and instances, names as in the netlist
register	flops
Iddss1	17
Idout	16
Idss1	17
Iin1	16
Iss1	17
Qddss1	17
Qdout	16
Qdss1	17
Qin1	16
Qss1	17
strobe1	1
strobe2	1
strobe_out	1
## metal layers
layer  global-route usage  wire length (um)  share of wire  vias to the layer above
met3              0.04278               541          0.044                       14
met5                    0                 0              0                        -
met2               0.2862              6426           0.52                       95
met1               0.2549              5243           0.42                     2267
li1                     -                 -              -                     2414
met4              0.02630               145          0.012                        0
## worst paths after layout
path | from | end | slack (ns) | depth (start not counted)
worst max-delay path | I_in[0] | Iss1[12]$_DFFE_PP_ | 4.96 | 11
worst min-delay path | strobe1$_DFF_P_ | strobe2$_DFF_P_ | 0.33 | 0
worst max register to register | Iin1[0]$_DFFE_PP_ | Iss1[12]$_DFFE_PP_ | 6.45 | 10
worst min register to register | strobe1$_DFF_P_ | strobe2$_DFF_P_ | 0.33 | 0
## critical path: cells and delay by family
| family | cells | cell delay [ns] |
|---|---|---|
| AOI/OAI and AO/OA | 4 | 1.18 |
| xor gates and xnor gates | 1 | 0.09 |
| adders and majority gates | 2 | 0.57 |
| buffers and inverters | 3 | 0.55 |
| and+or+nand+nor | 1 | 0.19 |
## cell families after synthesis
| group | count (synthesis) | share of synthesized area |
|---|---|---|
| DFF | 169 | 0.6265 |
| AOI/OAI and AO/OA | 147 | 0.1316 |
| and+or+nand+nor | 115 | 0.07116 |
| adders and majority gates | 66 | 0.1044 |
| xor gates and xnor gates | 44 | 0.04786 |
| buffers and inverters | 34 | 0.01600 |
| muxes | 2 | 0.002486 |
## stage by stage
| step | utilization | hold WS, ns | area [um2] | total power, mW |
|---|---|---|---|---|
| after global routing | 0.6071 | 0.3282 | 9609 | 2.078 |
| after global placement | 0.5679 | 0.3102 | 8989 | 1.252 |
| after CTS | 0.6071 | 0.3270 | 9609 | 2.011 |
| after detailed placement | 0.5679 | 0.3121 | 8989 | 1.257 |
| after floorplan | - | 0.3096 | 8053 | 1.169 |
| final | 0.6071 | 0.3271 | 9609 | 1.986 |
Power figures rest on the tool's default switching activity, not on a simulated workload.
