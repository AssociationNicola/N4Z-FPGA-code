### /design/flow/run.sh
#!/bin/bash
# OpenROAD 26Q1-2900-gdf79404cd8, Yosys 0.63+post, stock flow scripts
make -C /OpenROAD-flow-scripts/flow DESIGN_CONFIG=/design/flow/config.mk WORK_HOME=/design/flow/orfs finish
### /design/flow/design.v
`timescale 1 ns / 1 ps
module moving_average_9 #
(
  parameter integer DATA_WIDTH = 16
)
(
  input  wire clk,
  input wire  ce,
  input  wire signed [DATA_WIDTH-1:0]  din,
  output wire signed [DATA_WIDTH-1:0]  dout
);
  reg signed [DATA_WIDTH-1:0] din1;
  reg signed [DATA_WIDTH-1:0] din2;
  reg signed [DATA_WIDTH+1-1:0] s2;
  reg signed [DATA_WIDTH+1-1:0] s3;
  reg signed [DATA_WIDTH+1-1:0] s4;
  reg signed [DATA_WIDTH+2-1:0] ss5;
  reg signed [DATA_WIDTH+2-1:0] ss6;
  reg signed [DATA_WIDTH+2-1:0] ss7;
  reg signed [DATA_WIDTH+2-1:0] ss8;
  reg signed [DATA_WIDTH+2-1:0] ss9;
  reg signed [DATA_WIDTH+3-1:0] ss10;
  reg signed [DATA_WIDTH+3-1:0] ss11;
  always @(posedge clk) begin
    if ( ce ) begin
	    din1 <= din;
	    din2 <= din1;
	    s2 <= din1+din;
	    s3 <= s2;
	    s4 <= s3;
	    ss5 <= s4 + s2+1;
	    ss6 <= ss5;
	    ss7 <= ss6;
	    ss8 <= ss7;
	    ss9 <= ss8;
	    ss10 <= ss9+ss5+1;
	    ss11 <= ss10+din2+1;
    end
  end
  assign dout = ss11[DATA_WIDTH+3-1:3];
endmodule
### /design/flow/config.mk
export PLATFORM = sky130hd
export DESIGN_NAME = moving_average_9
export DESIGN_NICKNAME = moving_average_9
export VERILOG_FILES = /design/flow/design.v
export SDC_FILE = /design/flow/constraint.sdc
export NUM_CORES = 4
export LEC_CHECK = 1
export CORE_UTILIZATION = 30
### /design/flow/constraint.sdc
current_design moving_average_9

set clk_period 5.3
set clk_io_pct 0.2

create_clock -name clk0 -period $clk_period [get_ports {clk}]

set non_clock_inputs [all_inputs -no_clocks]
set_input_delay [expr $clk_period * $clk_io_pct] -clock clk0 $non_clock_inputs
set_output_delay [expr $clk_period * $clk_io_pct] -clock clk0 [all_outputs]
==> results.txt <==
yosys + openroad results -> status=finished clean, Commonest flop=edfxtp_1, Setup Buffers After CTS=0, area of placed instances=10130 um^2, met2 usage=0.1299, Final min period=3.260 ns, DR vias=4961, chip area=31680 um^2, GRT met1 Usage=0.1465, ys cells=623, num rows=64, H-tree levels=1, top cells by count=208 x edfxtp_1, 68 x ha_1, 46 x a21oi_1, Critical Path RT=5.54 ns, drt total wl=14.09 mm, Chip Area, Yosys=9290 um^2, antenna violations before repair=0, Compound Share, Synth=0.1108, crit end category=flop, TritonRoute pass-1 iters=5, synthesized instance count=623, Pwr Total=4.880 mW, Tightest Pin Transition=0.7490 ns, layout cells sized above 1=0.05908, Synth area leaders=edfxtp_1 67%, ha_1 9.2%, xnor2_1 3.5%, a21oi_1 2.5%, nor2_1 1.8%, WP data arrival=3.50 ns, vias in the first global route=4728, Final setup violation count=0, hold_buf cts=0, Core Density at Floorplan=0.3045, Critical Path Start Type=primary input, mux frac, synth=0.001077, Final period util=0.6150, cell type with the largest total area=edfxtp_1, # DRC=0, f_max=306.8 MHz, Synthesized registers=208, DR WL/cell=12.93 um, Cell variety after synth=54, Final TNS setup=0 ns, GRT overflow=0, synthesized cell area=9290 um^2, largest family of logic cells by area=AND-OR/OR-AND gates, TritonCTS Buffers=23, synth warn=1, drt first-iter violations=406, register share after synthesis=0.6723, max cap viols=0, CTS Sinks=208, Placement Setup Slack=1.517 ns, P&R area growth vs syn=16.35%, Synth Area in XOR/XNOR=0.04808, Log Warnings=27, Post-synth ARST share=0, Diodes inserted=0, clock tree buffer depth=3, max-slew violation count=0, Dominant cell area share=0.6723, Final WS setup=2.040 ns, Final Cell Area=10810 um^2, largest net degree at the start of global routing=143, Peak VDD IR=0.1960 mV, CTS tree=done, Port Buffers=33, P_leak=3.944 nW, DP Wirelength=9.551 mm, Final Core Density=0.3543, WS Path Type=primary input to flop, hold crit path type=flop to flop, Die Y=178.0 um, Worst Skew=0.004271 ns, Placed Cells=1051, Critical Path Fanout Max=3, GR Layer Usage met3=0.04628, Resized Gates After CTS=0, Ports=34, Hold Violations, Final=0, gp weighted congestion=0.8391, P per Cell Area=451.5 nW/um^2, most crowded layer after global routing=met1, clk root buf=clkbuf_16, Adder Area Share=0.09805, simple-gate share of the synthesized area=0.05993, Antenna Violating Nets Remaining=0, vias per cell=4.551, All-Layer GR Usage=0.09645, first-pass GRT wire length=22.67 mm, Max-Slew Margin vs Limit=0.5007, EDFF count, synth=208, Avg Inst Size Synth=14.91 um^2, core area=30510 um^2, WHS=0.4145 ns, RSZ-0062 raised after global routing=false, Horiz. Die Dim=178.0 um, worst skew pair latency=0.49 ns, clock transition at the registers of the reported paths=0.06 ns, Finished Layout Cells=1090, most common cell in the netlist=edfxtp_1
[power breakdown]
group	switching, mW	internal (mW)
Combinational	0.581	0.567
Clock	0.582	0.839
Sequential	0.102	2.21
Total	1.27	3.61
[kinds of logic (layout without fill, tap and decap cells)]
| kind of cell | after synthesis | count (layout) |
|---|---|---|
| flops | 208 | 208 |
| compound gates | 151 | 151 |
| simple gates | 117 | 117 |
| fa+ha+maj | 71 | 71 |
| xor+xnor | 51 | 51 |
| buf+inv | 24 | 95 |
| mux | 1 | 1 |
[registers in the layout (all words and copies together) (netlist names), 17 cells and up]
signal  flops
s3         17
ss7        18
ss9        18
s2         17
ss10       19
ss5        18
ss8        18
s4         17
ss6        18
[final cells by class]
class	instances	area, um^2
fill	2785	19700
sequential	208	6246
multi-input combinational	391	2954
clock buffer	27	590.6
tap	396	495.5
timing repair buffer	34	354.1
clock inverter	12	86.33
inverter	22	82.58
[path summary, 6_finish.rpt]
kind                              start  endpoint  slack [ns]  depth (start not counted)
worst max-delay path             din[0]    s2[14]        2.04                          9
worst min-delay path              s3[3]     s4[3]        0.41                          0
worst max register to register  din1[0]    s2[14]        2.64                          8
worst min register to register    s3[3]     s4[3]        0.41                          0
[metal layers]
layer / part of all wire / vias up
li1: - / 2543
met2: 0.40 / 125
met3: 0.11 / 32
met5: 0 / -
met4: 0.029 / 0
met1: 0.46 / 2261
[worst max-delay path, cell delays in order]
cell	delay [ns]
clkdlybuf4s50_1	0.42
ha_1	0.25
fa_1	0.43
a21o_1	0.19
a21o_1	0.23
a2111oi_4	0.41
nor2_2	0.10
a41o_1	0.27
xor2_1	0.14
[placed cells by master (no fill, tap or decap), types with 6 or more instances in the layout]
cell type	instances
ha_1	68
nor2b_1	7
a21o_1	19
nand3_1	11
clkdlybuf4s50_1	32
nor3_1	8
clkbuf_16	23
a21oi_1	46
xnor2_1	37
edfxtp_1	208
nand2_1	23
nor2_1	44
o21ai_0	17
inv_1	22
o21a_1	12
o21bai_1	6
xor2_1	14
a31oi_1	7
nand4_1	6
Power and IR drop assume default switching activity.
